**design/flow/run.sh**
```bash
#!/bin/bash
# OpenROAD 26Q1-2900-gdf79404cd8, Yosys 0.63+post, stock flow scripts
make -C /OpenROAD-flow-scripts/flow DESIGN_CONFIG=/design/flow/config.mk WORK_HOME=/design/flow/orfs finish
```
**design/flow/config.mk**
```make
export PLATFORM = sky130hd
export DESIGN_NAME = ID_EX
export DESIGN_NICKNAME = ID_EX
export VERILOG_FILES = /design/flow/design.v
export SDC_FILE = /design/flow/constraint.sdc
export NUM_CORES = 4
export LEC_CHECK = 1
export CORE_AREA = 10 10 291 291
export DIE_AREA = 0 0 301 301
```
**design/flow/constraint.sdc**
```tcl
current_design ID_EX

set clk_period 1.0
set clk_io_pct 0.2

create_clock -name clk0 -period $clk_period [get_ports {clk}]

set non_clock_inputs [all_inputs -no_clocks]
set_input_delay [expr $clk_period * $clk_io_pct] -clock clk0 $non_clock_inputs
set_output_delay [expr $clk_period * $clk_io_pct] -clock clk0 [all_outputs]
```
**design/flow/design.v**
```verilog
module ID_EX(
    input clk, reset,
    input [3:0] inst1, 
    input [4:0] inst2,
    input [63:0] ReadData1, ReadData2, IFID_PC_Out, data,
    input [1:0] ALUOp,
    input Branch, MemRead, MemtoReg, MemWrite, ALUSrc, RegWrite,
    output reg [3:0] IDEX_inst1,
    output reg [4:0] IDEX_inst2,
    output reg [63:0] IDEX_PC_Out, IDEX_ReadData1, IDEX_ReadData2, IDEX_imm_data,
    output reg [1:0] IDEX_ALUOp,
    output reg IDEX_Branch, IDEX_MemRead, IDEX_MemtoReg, IDEX_MemWrite, IDEX_ALUSrc, IDEX_RegWrite
);
always @(posedge clk or posedge reset)
    begin
        if(reset)
            begin
                IDEX_PC_Out = 0;
                IDEX_ReadData1 = 0;
                IDEX_ReadData2 = 0;
                IDEX_imm_data = 0;
                IDEX_inst1 = 0;
                IDEX_inst2 = 0;
                IDEX_Branch = 0;
                IDEX_MemRead = 0;
                IDEX_MemWrite = 0;
                IDEX_ALUSrc = 0;
                IDEX_RegWrite = 0;
                IDEX_ALUOp = 0;
                IDEX_MemtoReg = 0;
            end
        else
            begin
                IDEX_PC_Out = IFID_PC_Out;
                IDEX_ReadData1 = ReadData1;
                IDEX_ReadData2 = ReadData2;
                IDEX_imm_data = data;
                IDEX_inst1 = inst1;
                IDEX_inst2 = inst2;
                IDEX_Branch = Branch;
                IDEX_MemRead = MemRead;
                IDEX_MemWrite = MemWrite;
                IDEX_ALUSrc = ALUSrc;
                IDEX_RegWrite = RegWrite;
                IDEX_ALUOp = ALUOp;
                IDEX_MemtoReg = MemtoReg;
            end
    end
endmodule
```
==> flow_metrics.env <==
# physical design summary
export IMPL_drive_above_1_share_pct=37.8
export IMPL_path_clk_slew_ns=0.06
export IMPL_slew_violations=0
export IMPL_fp_util_pct=8.78
export IMPL_num_multi_input_gates=0
export IMPL_busiest_layer="met2"
export IMPL_cts_sinks=273
export IMPL_numPortBuffers=547
export IMPL_cts_buffers=28
export IMPL_grt_max_degree=38
export IMPL_antenna_diode_count=0
export IMPL_grt_pass1_vias=5325
export IMPL_crit_path_cell_trace="buf_2"
export IMPL_cts_max_level=1
export IMPL_rsz0062_at_grt="yes"
export IMPL_netlist_instances=274
export IMPL_min_period_ns=1.28
export IMPL_pwr_share_clk_pct=44.5
export IMPL_grt_antenna_before_repair=1
export IMPL_relSlewSlack_pct=84.5
export IMPL_tightest_slew_ns=0.233
export IMPL_synth_flops=273
export IMPL_grt_overflow=0
export IMPL_layout_top_cells="clkdlybuf4s50_1, dfrtp_1, buf_2"
export IMPL_finalPower_mw=24.5
export IMPL_drcViolationCount=0
export IMPL_peakVddDrop_mv=1.30
export IMPL_cellPowerDensity_nw_per_um2=1820
export IMPL_use_met3_pct=2.64
export IMPL_seq_power_share_pct=47.8
export IMPL_outcome="finished with violations"
export IMPL_fillers=8462
export IMPL_ys_seq_share_pct=99.9
export IMPL_yosysUniqueCellTypes=2
export IMPL_critPathMaxStageDelay_ns=0.39
export IMPL_track_usage_pct=5.06
export IMPL_min_from="ReadData1[32]"
export IMPL_hold_path_depth=1
export IMPL_yosys_area_sq_um=6840
export IMPL_violations="negative setup slack"
export IMPL_cp_data_required_time_ns=0.80
export IMPL_ys_warn_count=1
export IMPL_grt_util_met2_pct=8.74
export IMPL_crit_arrival_ns=1.08
export IMPL_grt_use_met1_pct=5.10
export IMPL_cts_tree="built"
export IMPL_hold_viol=0
export IMPL_p_switching_mw=4.84
export IMPL_cap_violations=0
export IMPL_mostFrequentLayoutCell="clkdlybuf4s50_1"
export IMPL_hpwl_microns=20000
export IMPL_fmax_mhz=781
export IMPL_start_kind="register"
export IMPL_regArea_sq_um=6830
export IMPL_yosys_stat_cells=274
export IMPL_grt_pass1_wl_microns=35200
export IMPL_drtIter0Drc=102
export IMPL_ioPinCount=548
export IMPL_syn_to_final_growth_pct=97.2
export IMPL_vias_per_cell=2.37
export IMPL_cp_num_buf_inv=1
export IMPL_setup_ws_ns=-0.280
export IMPL_die_w_microns=301
export IMPL_hold_end="IDEX_ReadData1[32]$_DFF_PP0_"
export IMPL_drtAntennaViolNets=0
export IMPL_cp_end_kind="output pin"
export IMPL_p_sw_share_pct=19.7
export IMPL_multiInputGateArea_sq_um=0
export IMPL_rows=102
export IMPL_critPathSlowestCell="dfrtp_1"
export IMPL_tool_warnings=28
export IMPL_wire_per_inst_microns=12.7
export IMPL_avgSynthCellArea_sq_um=24.9
export IMPL_power_leakage_nw=5.94
export IMPL_synth_area_sq_um=6840
export IMPL_dr_pass1_iters=3
export IMPL_dieArea_sq_um=90600
export IMPL_pwr_share_comb_pct=7.7
export IMPL_cts_root_buf="clkbuf_16"
export IMPL_path_delay_family="flip-flops"
export IMPL_intPower_mw=19.7
export IMPL_totalWireLength_microns=24600
export IMPL_core_area_sq_um=77800
export IMPL_place_gp_congestion=0.876
export IMPL_min_delay_path_class="primary input to register"
export IMPL_fin_tns_setup_ns=-65.05
export IMPL_hold_slack_ns=0.0573
export IMPL_setup_violations=273
export IMPL_clk_path_buf_depth=3
export IMPL_cp_max_fo=1
export IMPL_crit_type="register to output pin"
export IMPL_finalClockPeriodUsage_pct=128
export IMPL_vias=4584
export IMPL_die_h_microns=301
==> flip-flops by register name (all words and copies together) (netlist names) <==
| signal | cells |
|---|---|
| IDEX_ReadData1 | 64 |
| IDEX_ALUOp | 2 |
| IDEX_ALUSrc | 1 |
| IDEX_RegWrite | 1 |
| IDEX_PC_Out | 64 |
| IDEX_ReadData2 | 64 |
| IDEX_MemWrite | 1 |
| IDEX_MemtoReg | 1 |
| IDEX_MemRead | 1 |
| IDEX_inst1 | 4 |
| IDEX_Branch | 1 |
| IDEX_inst2 | 5 |
| IDEX_imm_data | 64 |
==> cells by family (layout without fill, tap and decap cells) <==
logic type  Yosys count  after routing  synth area share [%]
flops               273            273                  99.9
buf+inv               1            621                0.0549
==> synthesized netlist by cell type, drive strengths merged <==
library cell | number | share of area, %
inv | 1 | 0.055
dfrtp | 273 | 100
==> power groups by stage <==
| stage | clock (mW) | sequential [mW] | combinational, mW |
|---|---|---|---|
| CTS | 11.4 | 11.7 | 1.98 |
| global route | 11.8 | 11.8 | 2.09 |
| finish | 10.9 | 11.7 | 1.90 |
==> metrics by stage <==
step           instances  setup WS [ns]  utilization [%]  instance area, sq um
6_report            1934         -0.280             17.3                 13500
2_1_floorplan        274          -2.81                -                  6840
5_1_grt             1934         -0.344             17.3                 13500
3_5_place_dp        1880         -0.186             17.8                 13800
3_3_place_gp        1880         -0.195             17.8                 13800
4_1_cts             1934         -0.337             17.3                 13500
==> area by class of cell <==
class,instances,share of cell area (%)
clock inverter,6,0.910
tap,1040,9.65
timing repair buffer,569,32.2
sequential,273,50.7
inverter,1,0.0557
clock buffer,45,6.49
==> timing repair <==
action | in CTS | in global routing
setup endpoints to repair | 273 | 273
hold buffers | 3 | 0
gates resized | 869 | 0
hold endpoints to repair | 3 | 0
setup buffers | 0 | 0
==> how the worst max path moves through the flow <==
stage,start,endpoint,depth (start not counted)
4_1_cts,IDEX_ReadData1[63]$_DFF_PP0_,IDEX_ReadData1[63],1
5_1_grt,IDEX_imm_data[52]$_DFF_PP0_,IDEX_imm_data[52],1
6_report,IDEX_ReadData2[32]$_DFF_PP0_,IDEX_ReadData2[32],1
==> per-layer routing <==
| metal | vias up | routed length [microns] | share of wire (%) |
|---|---|---|---|
| met5 | - | 0 | 0 |
| met1 | 2209 | 7980 | 32 |
| met2 | 288 | 12400 | 51 |
| met3 | 39 | 3120 | 13 |
| li1 | 2048 | - | - |
| met4 | 0 | 1040 | 4.2 |
Power figures rest on the tool's default switching activity, not on a simulated workload.
