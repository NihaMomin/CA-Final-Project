--- run.sh ---
#!/bin/bash
# OpenROAD 26Q1-2900-gdf79404cd8, Yosys 0.63+post, stock flow scripts
make -C /OpenROAD-flow-scripts/flow DESIGN_CONFIG=/design/flow/config.mk WORK_HOME=/design/flow/orfs finish
--- config.mk ---
export PLATFORM = sky130hd
export DESIGN_NAME = EX_MEM
export DESIGN_NICKNAME = EX_MEM
export VERILOG_FILES = /design/flow/design.v
export SDC_FILE = /design/flow/constraint.sdc
export NUM_CORES = 4
export LEC_CHECK = 1
export CORE_AREA = 10 10 254 254
export DIE_AREA = 0 0 264 264
--- constraint.sdc ---
current_design EX_MEM

set clk_period 1.0
set clk_io_pct 0.2

create_clock -name clk0 -period $clk_period [get_ports {clk}]

set non_clock_inputs [all_inputs -no_clocks]
set_input_delay [expr $clk_period * $clk_io_pct] -clock clk0 $non_clock_inputs
set_output_delay [expr $clk_period * $clk_io_pct] -clock clk0 [all_outputs]
--- design.v ---
module EX_MEM(
input [63:0] out,
input ZERO,clk,reset,
input [63:0] Result,
input [63:0] IDEX_ReadData2,
input [4:0] IDEX_inst2,
input [1:0] IDEX_ALUOp,
input Branch,MemRead,MemtoReg,MemWrite,ALUSrc,RegWrite,
output reg EXMEM_Branch, EXMEM_MemRead, EXMEM_MemtoReg, EXMEM_MemWrite, EXMEM_ALUSrc, EXMEM_RegWrite,
output reg [1:0] EXMEM_ALUOp,
output reg EXMEM_ZERO,
output reg [63:0] EXMEM_Result,
output reg [63:0] EXMEM_ReadData2, EXMEM_out,
output reg [4:0] EXMEM_inst2
);
always @(posedge clk or posedge reset)
    begin
        if(reset)
            begin
                EXMEM_out = 0;
                EXMEM_Result = 0;
                EXMEM_ZERO = 0;   
                EXMEM_ReadData2 = 0;
                EXMEM_inst2 = 0;
                EXMEM_Branch = 0;
                EXMEM_MemRead = 0;
                EXMEM_MemWrite = 0;
                EXMEM_ALUSrc = 0;
                EXMEM_RegWrite = 0;
                EXMEM_ALUOp = 0;
                EXMEM_MemtoReg = 0;
            end
        else
            begin
                EXMEM_out = out;
                EXMEM_Result = Result;
                EXMEM_ZERO = ZERO;
                EXMEM_ReadData2 = IDEX_ReadData2;
                EXMEM_inst2 = IDEX_inst2;
                EXMEM_Branch = Branch;
                EXMEM_MemRead = MemRead;
                EXMEM_MemWrite = MemWrite;
                EXMEM_ALUSrc = ALUSrc;
                EXMEM_RegWrite = RegWrite;
                EXMEM_ALUOp = IDEX_ALUOp;
                EXMEM_MemtoReg = MemtoReg;
            end
    end
endmodule
==> results.ini <==
[outcome]
status=complete, but fails checks
violations=negative setup slack

[setup_path]
cp_top_family=flip-flops
path_class=reg -> out
cp-start-kind=register
worstPathArrival_ps=1010
path_buffers=1
cp_cell_sequence=buf_2
end_kind=output port
cp_max_fo=1
required_ps=800
slowest_delay_ps=370
critPathSlowestCell=dfrtp_1

[grt]
grt_max_degree=23
grt_pass1_wl_um=26700
antenna_found_initial=2
grt_pass1_vias=4158
grt_overflow=0
grt_usage=0.0493

[layout]
logic_area_um2=0
fillers=6467
final_util=0.173
syn2layout_area_growth_pct=97.6
logic_gate_count=0
layout-drive-gt1-share=0.388
fin_cells=1453

[run]
warnings=28
maxCapViolCount=0

[routing]
vias_per_cell=2.38
wl_per_cell_um=12.3
drt_iter0_drc=97
wirelength_um=17800
ant_nets=0
n_antenna_cell=0
drc=0
first_pass_iters=3
vias=3452

[die]
die_x_um=264
pin_count=414
fp_util=0.0874
chipHeight_um=264
die_area_um2=69700
rows=89
fp.coreArea_um2=59000

[yosys]
syn_inst=207
ys_area_um2=5160
ys.flops=206
synth_seq_share=0.999
synth.avg_cell_area_um2=24.9
synth_area_um2=5160
ys_cells=207
synth_warnings=1
yosys.cell_types.count=2

[power]
leakagePower_nw=4.51
switchingPower_w=0.00376
pwr-share-seq=0.478
powerDensity_nw_per_um2=1820
pwr-share-comb=0.077
power_frac_clock=0.445
swShare=0.203
ir_worst_vdd_uv=1270
p_int_w=0.0148

[clocking]
clk_path_buf_depth=3
cts_tree=done
cts_sinks=206
clkTransAtPathRegs_ps=60
cts_buffers=23
h-tree-depth=1
root_buffer=clkbuf_16
ctsHoldBuffers=0

[timing]
setup_violations=206
holdWs_ps=107
fin_crit_ps=1210
maxSlewViolCount=0
finalHoldViolCount=0
max_freq_mhz=825
rsz0062_at_grt=yes
relSlewSlack=0.883
worst_pin_slew_ps=176
fin_ws_ps=-212
fin_crit_sh=1.21

[placement]
io_buffer_count=413
gp_congestion=0.750
dp_hpwl_um=14200
place_inst=1413

[worst_hold_path]
hold_class=in -> reg

[metrics by stage]
step | setup slack, ps | setup TNS (ps) | power [W] | area (µm²)
after global placement | -99.9 | -10200 | 0.0109 | 10500
after floorplan | -1870 | -385690 | 0.00903 | 5160
after global routing | -294 | -55190 | 0.0195 | 10200
after CTS | -280 | -52850 | 0.0191 | 10200
final | -212 | -39230 | 0.0185 | 10200
after detailed placement | -92.4 | -7860 | 0.0109 | 10500
[cell usage after synthesis (all sizes together)]
| cell | number | share of area |
|---|---|---|
| dfrtp | 206 | 1.0 |
| inv | 1 | 0.00073 |
[power by group through the flow]
stage	Combinational, W	Sequential [W]	Clock [W]
4_1_cts	0.00150	0.00885	0.00872
5_1_grt	0.00158	0.00889	0.00904
6_report	0.00143	0.00885	0.00824
[worst paths after layout]
kind	depth (start not counted)	endpoint	startpoint
setup / recovery	1	EXMEM_ReadData2[10]	EXMEM_ReadData2[10]
hold / removal	1	EXMEM_ReadData2[15]	IDEX_ReadData2[15]
max in group asynchronous	4	EXMEM_ReadData2[58]	reset
min in group asynchronous	3	EXMEM_Result[25]	reset
[logic make-up (layout without fill, tap and decap cells)]
family,count (synthesis),in the layout,share of synthesized area
buf+inv,1,474,0.000727
flops,206,206,0.999
[placed cells by master (no fill, tap or decap)]
master	netlist	final
clkinv_4	0	1
clkinvlp_4	0	2
buf_4	0	15
dfrtp_1	206	206
buf_2	0	206
clkbuf_1	0	3
clkbuf_8	0	7
bufinv_16	0	1
clkbuf_16	0	23
clkdlybuf4s50_1	0	207
clkinv_2	0	4
buf_12	0	5
[area by class of cell]
class	instances	area, µm²	area share
Sequential cell	206	5150	0.506
Timing Repair Buffer	433	3320	0.325
Tap cell	773	967	0.0949
Clock buffer	33	683	0.0670
Clock inverter	7	66.3	0.00650
Inverter	1	7.51	0.000736
[routing by layer]
| metal | global-route usage | vias up | wire, µm |
|---|---|---|---|
| met1 | 0.0493 | 1663 | 5650 |
| met3 | 0.0371 | 27 | 2970 |
| met2 | 0.0799 | 204 | 8700 |
| met4 | 0.0117 | 4 | 473 |
| met5 | 0 | - | 26 |
| li1 | - | 1554 | - |
[state kept, by name (all words and copies together) (netlist names), 2 cells and up]
signal / count
EXMEM_ReadData2: 64
EXMEM_Result: 64
EXMEM_out: 64
EXMEM_inst2: 5
EXMEM_ALUOp: 2
[timing repair]
action                     4_1_cts  5_1_grt
setup endpoints to repair      206      206
setup buffers                    0        0
gates resized                  644        0
No activity file was given, so power comes from the tool's default toggle rates.
