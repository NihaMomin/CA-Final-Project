<file path="/design/flow/run.sh">
#!/bin/bash
# OpenROAD 26Q1-2900-gdf79404cd8, Yosys 0.63+post, stock flow scripts
make -C /OpenROAD-flow-scripts/flow DESIGN_CONFIG=/design/flow/config.mk WORK_HOME=/design/flow/orfs finish
</file>
<file path="/design/flow/config.mk">
export PLATFORM = sky130hd
export DESIGN_NAME = Data_Memory
export DESIGN_NICKNAME = Data_Memory
export VERILOG_FILES = /design/flow/design.v
export SDC_FILE = /design/flow/constraint.sdc
export NUM_CORES = 4
export LEC_CHECK = 1
export CORE_UTILIZATION = 50
</file>
<file path="/design/flow/constraint.sdc">
current_design Data_Memory

set clk_period 16.1
set clk_io_pct 0.2

create_clock -name clk0 -period $clk_period [get_ports {clk}]

set non_clock_inputs [all_inputs -no_clocks]
set_input_delay [expr $clk_period * $clk_io_pct] -clock clk0 $non_clock_inputs
set_output_delay [expr $clk_period * $clk_io_pct] -clock clk0 [all_outputs]
</file>
<file path="/design/flow/design.v">
module Data_Memory(
input [63:0] Mem_Addr, 
input [63:0] Write_Data,
input clk, MemWrite, MemRead,
output reg [63:0] Read_Data
);
reg [7:0] memory [63:0];
initial 
begin
memory[0] = 64'd1;
memory[1] = 64'd2;
memory[2] = 64'd3;
memory[3] = 64'd4;
memory[4] = 64'd5;
memory[5] = 64'd6;
memory[6] = 64'd7;
memory[7] = 64'd8;
memory[8] = 64'd9;
memory[9] = 64'd10;
memory[10] = 64'd11;
memory[11] = 64'd12;
memory[12] = 64'd13;
memory[13] = 64'd14;
memory[14] = 64'd15;
memory[15] = 64'd16;
memory[16] = 64'd17;
memory[17] = 64'd18;
memory[18] = 64'd19;
memory[19] = 64'd20;
memory[20] = 64'd21;
memory[21] = 64'd22;
memory[22] = 64'd23;
memory[23] = 64'd24;
memory[24] = 64'd25;
memory[25] = 64'd26;
memory[26] = 64'd27;
memory[27] = 64'd28;
memory[28] = 64'd29;
memory[29] = 64'd30;
memory[30] = 64'd31;
memory[31] = 64'd32;
memory[32] = 64'd33;
memory[33] = 64'd34;
memory[34] = 64'd35;
memory[35] = 64'd36;
memory[36] = 64'd37;
memory[37] = 64'd38;
memory[38] = 64'd39;
memory[39] = 64'd40;
memory[40] = 64'd41;
memory[41] = 64'd42;
memory[42] = 64'd43;
memory[43] = 64'd44;
memory[44] = 64'd45;
memory[45] = 64'd46;
memory[46] = 64'd47;
memory[47] = 64'd48;
memory[48] = 64'd49;
memory[49] = 64'd50;
memory[50] = 64'd51;
memory[51] = 64'd52;
memory[52] = 64'd0;
memory[53] = 64'd0;
memory[54] = 64'd0;
memory[55] = 64'd0;
memory[56] = 64'd0;
memory[57] = 64'd0;
memory[58] = 64'd0;
memory[59] = 64'd0;
memory[60] = 64'd0;
memory[61] = 64'd0;
memory[62] = 64'd0;
memory[63] = 64'd0;
memory[64] = 64'd0;
end
always @(posedge clk)
begin
	if (MemWrite)
	begin
		memory[Mem_Addr] = Write_Data[7:0];
		memory[Mem_Addr + 1] = Write_Data[15:8]; 
		memory[Mem_Addr + 2] = Write_Data[23:16];
		memory[Mem_Addr + 3] = Write_Data[31:24];
		memory[Mem_Addr + 4] = Write_Data[39:32];
		memory[Mem_Addr + 5] = Write_Data[47:40];
		memory[Mem_Addr + 6] = Write_Data[55:48];
		memory[Mem_Addr + 7] = Write_Data[63:56];
	end
end	
always @(*) begin
    if (MemRead)
        Read_Data = {memory[Mem_Addr + 7], memory[Mem_Addr + 6], memory[Mem_Addr + 5], memory[Mem_Addr + 4], memory[Mem_Addr + 3],memory[Mem_Addr + 2], memory[Mem_Addr + 1], memory[Mem_Addr]};
end
endmodule
</file>
==> results.env <==
SYNTH-EDFF-COUNT=512
FIRST_GLOBAL_VIAS=107000
GLOBALROUTETOTALUTIL_PCT=96.8
YS_CHIP_AREA_UM2=74200
NUMBER_OF_STANDARD_CELLS_REPORTED_BY_YOSYS=8660
PLACEMENTROWS=140
SYN_INST=8660
GRT_REMAINING_OVERFLOW=3236
FIRST-ERROR='[ERROR GRT-0116] Global routing finished with congestion. Check the congestion regions in the DRC Viewer.'
GRT_PASS1_WL_UM=966000
POST-CTS-SETUP-BUFFERS=0
CTS_RESIZED=0
YS_ASYNC_SR_FRACTION_PCT=0
UNTIMED_ENDPOINTS=128
NUMCTSBUFFERS=67
YS.FLOP_TYPE='sky130_fd_sc_hd__edfxtp_1'
YS_TYPES=111
DIE_WIDTH_UM=387
GP_CONGESTION=1.44
GRT_START_MAX_NET_PINS=69
CTS_ROOT_BUFFER='sky130_fd_sc_hd__clkbuf_16'
DP_CELLS=10300
CTS_HOLD_BUF=0
H-TREE-DEPTH=3
NETLIST_TOP_CELLS_AREA='sky130_fd_sc_hd__edfxtp_1 (21%), sky130_fd_sc_hd__mux4_2 (20%), sky130_fd_sc_hd__nand2_1 (5.8%)'
POST_SYNTH_INSTANCE_AREA_UM2=74200
RESULT_OF_THE_RUN='stopped before the end'
CLK_PATH_BUF_DEPTH=3
PIN_COUNT=195
FAILED_STAGE='global routing (5_1_grt)'
POST_SYNTH.CELL_AREA_AVG_UM2=8.57
FP-UTILIZATION_PCT=50.7
POST_DP_CELL_AREA_UM2=79100
YOSYSWARNINGS=1
DIE_H_UM=387
IO_BUFFER_COUNT=136
PLACE.DETAILED.HPWL_UM=469000
YS_FF=576
UNCLOCKED_PINS=64
PLACEMENT.SETUP.WORST_SLACK_PS=7420
YOSYS.AREA.TOP_TYPE='sky130_fd_sc_hd__edfxtp_1'
YOSYSTOPAREACELLSHARE_PCT=20.7
## synth_stat cells, types with 15 or more instances
master and number:
sky130_fd_sc_hd__nand2_1 1137, sky130_fd_sc_hd__buf_4 42, sky130_fd_sc_hd__o21ai_1 30, sky130_fd_sc_hd__dlxtp_1 64
sky130_fd_sc_hd__and2_1 50, sky130_fd_sc_hd__a21o_1 124, sky130_fd_sc_hd__a311oi_1 41, sky130_fd_sc_hd__o21a_1 27
sky130_fd_sc_hd__mux4_2 664, sky130_fd_sc_hd__o211ai_1 102, sky130_fd_sc_hd__nand4_1 72, sky130_fd_sc_hd__buf_1 93
sky130_fd_sc_hd__clkbuf_1 686, sky130_fd_sc_hd__o22a_1 17, sky130_fd_sc_hd__a221oi_1 447, sky130_fd_sc_hd__a31oi_1 436
sky130_fd_sc_hd__a222oi_1 59, sky130_fd_sc_hd__a221o_1 128, sky130_fd_sc_hd__nor3_1 92, sky130_fd_sc_hd__nor2_1 885
sky130_fd_sc_hd__a22oi_1 232, sky130_fd_sc_hd__a21oi_1 479, sky130_fd_sc_hd__a211oi_1 135, sky130_fd_sc_hd__nand3_1 392
sky130_fd_sc_hd__mux2i_1 226, sky130_fd_sc_hd__nor3_2 26, sky130_fd_sc_hd__a211o_1 44, sky130_fd_sc_hd__mux2_2 62
sky130_fd_sc_hd__o22ai_1 312, sky130_fd_sc_hd__a32o_1 34, sky130_fd_sc_hd__edfxtp_1 512, sky130_fd_sc_hd__o221ai_1 37
sky130_fd_sc_hd__nor2_2 15, sky130_fd_sc_hd__o2111ai_1 19, sky130_fd_sc_hd__a32oi_1 25, sky130_fd_sc_hd__o21ai_0 328
sky130_fd_sc_hd__and3_1 70, sky130_fd_sc_hd__buf_2 207
## layer usage
layer	track usage (%)	GRT overflow
met2	101	1207
met4	93.6	692
met1	96.7	563
met3	95.0	716
met5	86.8	58
## stage by stage
stage	power, mW	util [%]
after floorplan	3.06	-
after global placement	4.41	54.0
after detailed placement	4.44	54.0
after CTS	6.05	55.6
## cell families after synthesis
kind of cell	after synthesis	synth area share, %
AOI/OAI and AO/OA	3160	30.0
and+or+nand+nor	2882	17.2
buffers and inverters	1048	5.93
muxes	952	24.1
DFF	512	20.7
latches	64	1.30
xor gates and xnor gates	33	0.567
adders and majority gates	9	0.152
Power is estimated from default activity; no workload was simulated.
